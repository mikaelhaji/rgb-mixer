**flow/config.mk**
```make
export PLATFORM = sky130hd
export DESIGN_NAME = rgb_mixer
export DESIGN_NICKNAME = rgb_mixer
export VERILOG_FILES = /design/flow/design.v
export SDC_FILE = /design/flow/constraint.sdc
export NUM_CORES = 4
export LEC_CHECK = 1
export CORE_UTILIZATION = 50
```
**flow/constraint.sdc**
```tcl
current_design rgb_mixer

set clk_period 4.4
set clk_io_pct 0.2

create_clock -name clk0 -period $clk_period [get_ports {clk}]

set non_clock_inputs [all_inputs -no_clocks]
set_input_delay [expr $clk_period * $clk_io_pct] -clock clk0 $non_clock_inputs
set_output_delay [expr $clk_period * $clk_io_pct] -clock clk0 [all_outputs]
```
**flow/design.v**
```verilog
`default_nettype none
`timescale 1ns/1ns
module debounce (
    input wire clk,
    input wire reset,
    input wire button,
    output reg debounced
);
    reg [7:0] history;
    always @(posedge clk) begin
        if(reset) begin
            history <= 0;
        end else begin
            history <= {history[6:0], button};  
            if (history == 8'b1111_1111)
                debounced <= 1;
            if (history == 8'b0000_0000)
                debounced <= 0;
        end
    end
endmodule
`default_nettype none
`timescale 1ns/1ns
module encoder (
    input clk,
    input reset,
    input a,
    input b,
    output reg [7:0] value
);
    reg old_a, old_b;
    always @(posedge clk) begin
        if(reset) begin
            old_a <= 0;
            old_b <= 0;
            value <= 0;
        end else begin
            old_a <= a;
            old_b <= b;
            case ({a, old_a, b, old_b})
                4'b1000: value <= value + 1;
                4'b0111: value <= value + 1;
                4'b0010: value <= value - 1;
                4'b1101: value <= value - 1;
            endcase 
        end
    end
endmodule
`default_nettype none
`timescale 1ns/1ns
module pwm (
    input wire clk,  
    input wire reset,
    output wire out,
    input wire [7:0] level
    );
	reg [7:0] counter;  
	always @(posedge clk) begin
		if(reset) begin  
			counter <= 0;
		end else begin
			counter <= counter + 1'b1;  
		end
	end
	assign out = counter < level;  
endmodule
`default_nettype none
`timescale 1ns/1ns
module rgb_mixer (
    input clk,
    input reset,
    input enc0_a,
    input enc0_b,
    input enc1_a,
    input enc1_b,
    input enc2_a,
    input enc2_b,
    output pwm0_out,
    output pwm1_out,
    output pwm2_out
);
wire [7:0] enc0, enc1, enc2;
wire enc0_a_db, enc0_b_db;
wire enc1_a_db, enc1_b_db;
wire enc2_a_db, enc2_b_db;
debounce debounce_0_a (.clk(clk), .reset(reset), .button(enc0_a), .debounced(enc0_a_db));
debounce debounce_0_b (.clk(clk), .reset(reset), .button(enc0_b), .debounced(enc0_b_db));
encoder encoder0 (.clk(clk), .reset(reset), .a(enc0_a_db), .b(enc0_b_db), .value(enc0));
pwm pwm0 (.clk(clk), .reset(reset), .out(pwm0_out), .level(enc0));
debounce debounce_1_a (.clk(clk), .reset(reset), .button(enc1_a), .debounced(enc1_a_db));
debounce debounce_1_b (.clk(clk), .reset(reset), .button(enc1_b), .debounced(enc1_b_db));
encoder encoder1 (.clk(clk), .reset(reset), .a(enc1_a_db), .b(enc1_b_db), .value(enc1));
pwm pwm1 (.clk(clk), .reset(reset), .out(pwm1_out), .level(enc1));
debounce debounce_2_a (.clk(clk), .reset(reset), .button(enc2_a), .debounced(enc2_a_db));
debounce debounce_2_b (.clk(clk), .reset(reset), .button(enc2_b), .debounced(enc2_b_db));
encoder encoder2 (.clk(clk), .reset(reset), .a(enc2_a_db), .b(enc2_b_db), .value(enc2));
pwm pwm2 (.clk(clk), .reset(reset), .out(pwm2_out), .level(enc2));
endmodule
```
**flow/run.sh**
```bash
#!/bin/bash
# OpenROAD 26Q1-2900-gdf79404cd8, Yosys 0.63+post, stock flow scripts
make -C /OpenROAD-flow-scripts/flow DESIGN_CONFIG=/design/flow/config.mk WORK_HOME=/design/flow/orfs finish
```
==> Table 3: Implementation characteristics <==
Table: implementation figures

Parameter                              Value

Final timing
  Hold Fails Final Rpt .................. 0
  Number of failing setup endpoints in the final timing report .................. 0
  Crit path time final .................. 3.05 ns
  Setup TNS .................. 0 ns
  Final Skew .................. 0.0102 ns
  Unrepaired setup endpoints after global routing .................. no
  Pins over their slew limit .................. 0
  Highest clock frequency the design can meet .................. 327 MHz
  Final worst-path cycle share .................. 0.694
  Transition time of the tightest slew-check pin .................. 0.744 ns
  Worst hold-check slack .................. 0.463 ns
  Worst slew slack as a fraction of its limit .................. 0.504

Clocking
  Hold-fix buffers at CTS .................. 0
  Clock buffer count from CTS .................. 9
  Clk latency late pin .................. 0.37 ns
  Count of cells resized by post-cts repair .................. 0
  CTS tree .................. built
  CTS HTree Levels .................. 3
  CTS Root Cell .................. sky130_fd_sc_hd__clkbuf_8
  Buffer count from post-CTS setup fixing .................. 0
  Maximum number of buffers from clock root to sink .................. 2
  Worst-path clk slew .................. 0.09 ns
  Sink count of the clock tree .................. 108

Critical path
  Critical path capture point type .................. primary output
  Setup slack of the worst register-to-register path .................. 1.72 ns
  Highest cell delay on the worst timing path .................. 0.45 ns
  Data required, critical path .................. 3.52 ns
  Critical path start-end classification .................. reg2out
  Critical path data arrival time .................. 2.17 ns
  Worst-path cell chain .................. inv_1 > ha_1 > a21o_1 > a21o_1 > a21oi_1 > o21a_1 > clkdlybuf4s50_1
  CP max stage cell .................. sky130_fd_sc_hd__clkdlybuf4s50_1
  Nature of the critical path startpoint .................. register
  Top cell by count, worst path .................. sky130_fd_sc_hd__a21o_1
  Max FO, Critical Path .................. 3
  Number of cells on the worst reg-to-reg path .................. 8

Synthesis
  Ys Warns .................. 3
  Total cells reported by yosys after synthesis .................. 533
  Seq/Total Area, Yosys .................. 0.444
  Synthesized cell area .................. 5000 um2
  Mean cell area of the mapped netlist .................. 9.39 um2
  Distinct cell type count after synthesis .................. 44
  Yosys-reported design area after synthesis .................. 5000 um2
  Synthesized flop and latch total .................. 108
  Post-Synthesis Cells .................. 533

Power
  Worst vdd rail ir drop .................. 0.000320 V
  Leakage power total .................. 2.25 nW
  Power density over the cells .................. 359 nW/um2
  Post-route total power .................. 1.94 mW

Floorplan
  Core region area .................. 9730 um2
  Std-Cell Rows .................. 36
  Die height .................. 102 um
  Effective utilization at floorplan .................. 0.514
  Horizontal extent of the die .................. 102 um
  Chip area .................. 10400 um2
  I/O pin total .................. 11

Drt
  First-pass DRT Iterations .................. 6
  Remaining antenna violation count after routing .................. 0
  Mean routed wirelength per cell .................. 11.7 um
  # diodes .................. 0
  Ratio of routed vias to standard cells .................. 5.15
  Violation count after the first detailed-route iteration .................. 131
  Via total after detailed routing .................. 3489
  Number of remaining DRC errors .................. 0
  Sum of routed wire length over all layers .................. 7890 um

Global route
  Largest net degree at the start of global routing .................. 76
  Via count of the first global-routing pass .................. 3232
  Antenna violations before repair .................. 0
  Overflow after GRT .................. 0
  Total routing usage reported by global routing .................. 0.171
  First-pass GRT wire length .................. 14000 um

Place
  Dpl cell area .................. 5220 um2
  Final estimated routing congestion in global placement .................. 0.843
  Number of input and output port buffers inserted .................. 10
  Total half-perimeter wirelength after legalization and detailed placement .................. 5300 um

Layout
  Final standard cell area without fillers .................. 5390 um2
  Fillcell total .................. 871
  Share of cells above drive strength 1 .................. 0.0515
  Post-synthesis to final-layout area growth .................. 7.77%
  Most common cell after layout, fill and taps aside .................. sky130_fd_sc_hd__dfxtp_1
  Commonest cells after routing, fill and taps aside .................. sky130_fd_sc_hd__dfxtp_1 (102), sky130_fd_sc_hd__nor2b_1 (57), sky130_fd_sc_hd__nor2_1 (43), sky130_fd_sc_hd__ha_1 (42), sky130_fd_sc_hd__nand2_1 (34)

Hold path
  Hold-critical path depth .................. 1
  Worst min path class .................. reg2reg

Job
  Max-capacitance violation count .................. 0
  Number of warning messages in the logs .................. 25

Run status
  Result of the run .................. complete, no violations
synthesized netlist by cell type, drive strengths merged:
master | count | share of area
dfxtp | 102 | 0.41
nor2b | 57 | 0.071
nor2 | 43 | 0.032
ha | 42 | 0.10
nand2 | 35 | 0.027
a21oi | 33 | 0.033
inv | 25 | 0.019
xor2 | 21 | 0.037
nand3 | 20 | 0.020
nand4 | 17 | 0.021
a21o | 15 | 0.023
xnor2 | 15 | 0.026
clkbuf | 14 | 0.010
nor4 | 13 | 0.016
and3 | 8 | 0.010
or2 | 8 | 0.010
edfxtp | 6 | 0.036
a31oi | 5 | 0.0063
nand2b | 5 | 0.0063
o21ai | 5 | 0.0050
o21a | 4 | 0.0060
a211oi | 3 | 0.0045
fa | 3 | 0.012
mux2i | 3 | 0.0060
nor3 | 3 | 0.0030
o22ai | 3 | 0.0038
a211o | 2 | 0.0035
buf | 2 | 0.0017
mux2 | 2 | 0.0052
nand3b | 2 | 0.0030
nand4b | 2 | 0.0035
nor4b | 2 | 0.0035
o211ai | 2 | 0.0030
o311ai | 2 | 0.0035
o31ai | 2 | 0.0030
or4b | 2 | 0.0040
a22o | 1 | 0.0018
a311o | 1 | 0.0020
and2 | 1 | 0.0013
nor4bb | 1 | 0.0020
o221ai | 1 | 0.0018
area by class of cell:
cell class                      instances  area, um2  share of cell area
Clock inverter                          6       51.3             0.00951
Inverter                               25       93.8              0.0174
Clock buffer                           10        128              0.0237
Tap cell                              133        166              0.0309
Timing Repair Buffer                   11        105              0.0195
Multi-Input combinational cell        384       2630               0.487
Sequential cell                       108       2220               0.412
metrics by stage:
step	setup slack [ns]	instances	utilization
6_report	1.35	677	0.554
3_3_place_gp	1.74	661	0.536
2_1_floorplan	1.91	533	-
5_1_grt	1.15	677	0.554
4_1_cts	1.31	677	0.554
3_5_place_dp	1.72	661	0.536
power breakdown:
group,internal (mW),switching [mW],total (mW)
registers,1.03,0.0411,1.08
logic,0.149,0.150,0.299
clock network,0.218,0.346,0.564
total,1.40,0.537,1.94
per-layer routing:
| layer | global-route usage | wire (um) | part of all wire | vias up |
|---|---|---|---|---|
| met5 | 0 | 0 | 0 | - |
| met4 | 0.0187 | 97 | 0.012 | 0 |
| met3 | 0.0292 | 169 | 0.021 | 8 |
| met2 | 0.280 | 3510 | 0.44 | 23 |
| met1 | 0.254 | 4120 | 0.52 | 1596 |
| li1 | - | - | - | 1862 |
cells by family after synthesis:
kind of cell             Yosys count  synth area share
buffers and inverters             41            0.0310
flip-flops                       108             0.444
adder cells (fa/ha/maj)           45             0.117
multiplexers                       5            0.0112
AND/OR/NAND/NOR                  219             0.234
AND-OR/OR-AND                     79            0.0995
XOR/XNOR                          36            0.0630
critical path: cells and delay by family (launching register included):
family,cells,cell delay (ns)
buf+inv,2,0.52
compound gates,4,0.62
flops,1,0.39
fa+ha+maj,1,0.28
final timing paths:
check / start / end
hold reg to reg: pwm1.counter[0]$_SDFF_PP0_ / pwm1.counter[0]$_SDFF_PP0_
setup reg to reg: encoder0.old_b$_SDFF_PP0_ / encoder0.value[5]$_SDFFE_PP0P_
hold / removal: pwm1.counter[0]$_SDFF_PP0_ / pwm1.counter[0]$_SDFF_PP0_
setup / recovery: encoder1.value[1]$_SDFFE_PP0P_ / pwm1_out
No activity file was given, so power comes from the tool's default toggle rates.
